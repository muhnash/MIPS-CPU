[flow/config.mk]
export PLATFORM = sky130hd
export DESIGN_NAME = ProgramCounter
export DESIGN_NICKNAME = ProgramCounter
export VERILOG_FILES = /design/flow/design.v
export SDC_FILE = /design/flow/constraint.sdc
export NUM_CORES = 4
export LEC_CHECK = 1
export CORE_AREA = 10 10 80 80
export DIE_AREA = 0 0 90 90
[flow/run.sh]
#!/bin/bash
# OpenROAD 26Q1-2900-gdf79404cd8, Yosys 0.63+post, stock flow scripts
make -C /OpenROAD-flow-scripts/flow DESIGN_CONFIG=/design/flow/config.mk WORK_HOME=/design/flow/orfs finish
[flow/constraint.sdc]
current_design ProgramCounter

set clk_period 1.0
set clk_io_pct 0.2

create_clock -name clk0 -period $clk_period [get_ports {clock}]

set non_clock_inputs [all_inputs -no_clocks]
set_input_delay [expr $clk_period * $clk_io_pct] -clock clk0 $non_clock_inputs
set_output_delay [expr $clk_period * $clk_io_pct] -clock clk0 [all_outputs]
[flow/design.v]
module ProgramCounter(inst_address, next_inst_address, clock); 
	input [31:0]next_inst_address;
	input clock;
	output  [31:0]inst_address;
	reg [31:0]inst_address;
	initial 
	begin
		inst_address=0;   
	end
	always @(posedge clock) 
	begin
		#5 inst_address= next_inst_address;
	end
endmodule
==> flow_summary.html <==
<h2>Implementation results</h2>
<table>
<tr><th>Metric</th><th>Value</th></tr>
<tr><th colspan="2">Worst setup path</th></tr>
<tr><td>Endpoint class of the critical path</td><td>output pin</td></tr>
<tr><td>Type of origin of the critical path</td><td>register</td></tr>
<tr><td>CP Max Fanout</td><td>1</td></tr>
<tr><td>Buffering stage count on the worst path with inverters included</td><td>1</td></tr>
<tr><td>Crit path max-delay cell type</td><td>dfxtp_2</td></tr>
<tr><td>Startpoint-to-endpoint class of the critical path</td><td>reg -&gt; out</td></tr>
<tr><td>Data arrival time at the worst-slack endpoint</td><td>0.76 ns</td></tr>
<tr><td>Required arrival time at the worst endpoint</td><td>0.80 ns</td></tr>
<tr><td>CP peak stage delay</td><td>a little over 0.3 ns</td></tr>
<tr><td>Cell chain of the critical path</td><td>clkdlybuf4s15_1</td></tr>
<tr><td>Critical path's top delay family</td><td>flip-flops</td></tr>
<tr><th colspan="2">Outcome</th></tr>
<tr><td>Run status</td><td>complete, no violations</td></tr>
<tr><th colspan="2">Clock network</th></tr>
<tr><td>CTS tree</td><td>done</td></tr>
<tr><td>Number of setup buffers added after CTS</td><td>0</td></tr>
<tr><td>Clock-pin slew on the worst setup and hold paths</td><td>roughly 0.070 ns</td></tr>
<tr><td>Post-CTS Hold Fix Bufs</td><td>0</td></tr>
<tr><td>Deepest clock path buffer count</td><td>2</td></tr>
<tr><td>CTS sink cnt</td><td>32</td></tr>
<tr><td>Inserted Clock Buffers</td><td>5</td></tr>
<tr><td>H-tree depth reported by CTS</td><td>2</td></tr>
<tr><td>Clk Tree Root Cell</td><td>clkbuf_8</td></tr>
<tr><th colspan="2">Final timing</th></tr>
<tr><td>Total of endpoints with negative setup slack in the final report</td><td>0</td></tr>
<tr><td>Headroom to the max-slew limit</td><td>about 96%</td></tr>
<tr><td>Final worst-path cycle share</td><td>a little over nine tenths</td></tr>
<tr><td>Final tally of hold violations</td><td>0</td></tr>
<tr><td>Setup TNS</td><td>0 ns</td></tr>
<tr><td>Post-route setup slack</td><td>0.0361 ns</td></tr>
<tr><td>Worst-Margin Slew</td><td>0.0671 ns</td></tr>
<tr><td>Top achievable clock speed</td><td>1040 MHz</td></tr>
<tr><td>Slew Limit Fails</td><td>0</td></tr>
<tr><td>Post-layout min period</td><td>0.964 ns</td></tr>
<tr><th colspan="2">Global route</th></tr>
<tr><td>Global-route wire length before repair</td><td>about 3000 µm</td></tr>
<tr><td>Via count of the first global-routing pass</td><td>541</td></tr>
<tr><td>All-layer global routing usage</td><td>4.80%</td></tr>
<tr><td>Maximum number of pins on one net before global-route repair</td><td>11</td></tr>
<tr><td>Total grt overflow</td><td>0</td></tr>
<tr><td>Antenna violations before repair</td><td>1</td></tr>
<tr><th colspan="2">Placement</th></tr>
<tr><td>Total placed cells including tap cells</td><td>163</td></tr>
<tr><td>Worst setup slack before clock tree synthesis</td><td>0.0293 ns</td></tr>
<tr><td>Weighted congestion at the end of routability-driven global placement</td><td>0.652</td></tr>
<tr><td>Count of port buffers added during placement</td><td>64</td></tr>
<tr><th colspan="2">Synth</th></tr>
<tr><td>Cells in synth_stat.txt</td><td>32</td></tr>
<tr><td>Synth unique cells</td><td>1</td></tr>
<tr><td>Most common cell in the netlist</td><td>dfxtp_1</td></tr>
<tr><td>Total standard cell area after synthesis</td><td>around 640 µm²</td></tr>
<tr><td>Ys flops</td><td>32</td></tr>
<tr><td>Count of yosys warnings during synthesis</td><td>1</td></tr>
<tr><td>Chip Area, Yosys</td><td>641 µm²</td></tr>
<tr><td>Sequential area share after synthesis</td><td>100%</td></tr>
<tr><td>Average cell area after synthesis</td><td>20.0 µm²</td></tr>
<tr><td>Proportion of netlist area held by the largest area contributor</td><td>100%</td></tr>
<tr><td>Post-synthesis async set-or-reset flop share</td><td>0%</td></tr>
<tr><td>Top cell type by total area after synthesis</td><td>dfxtp_1</td></tr>
<tr><td>Top post-synthesis cells by count</td><td>dfxtp_1</td></tr>
<tr><td>Post-synthesis instance total</td><td>32</td></tr>
<tr><td>Most frequently used flop master after synthesis</td><td>dfxtp_1</td></tr>
<tr><td>Flip-flops with a built-in enable</td><td>0</td></tr>
<tr><td>Ranking of synthesized cells by area</td><td>dfxtp_1</td></tr>
<tr><th colspan="2">Worst hold path</th></tr>
<tr><td>Endpoint of the worst hold-timing path</td><td>inst_address[15]</td></tr>
<tr><td>Hold Path Depth</td><td>1</td></tr>
<tr><td>Hold crit path type</td><td>in -&gt; reg</td></tr>
<tr><td>Worst hold start</td><td>next_inst_address[15]</td></tr>
<tr><th colspan="2">Final layout</th></tr>
<tr><td>Synth-to-layout area growth</td><td>129%</td></tr>
<tr><td>Filler cell count</td><td>about 470</td></tr>
<tr><td>Share of final-layout standard cells stronger than drive strength 1</td><td>23.1%</td></tr>
<tr><td>Combinational gate count</td><td>0</td></tr>
<tr><td>Final cell count without fillers</td><td>roughly 170</td></tr>
<tr><td>Flip-flop count of the largest register, all copies and words added</td><td>32</td></tr>
<tr><td>Footprint of the multi-input gates</td><td>0 µm²</td></tr>
<tr><th colspan="2">Detailed routing</th></tr>
<tr><td>Number of design rule violations left after detail routing</td><td>0</td></tr>
<tr><td>Violation tally from detailed-route iteration zero</td><td>3</td></tr>
<tr><td>Vias per Instance</td><td>between 2 and 3</td></tr>
<tr><td>Routed wire per std cell</td><td>12.0 µm</td></tr>
<tr><td>Routed via count</td><td>491</td></tr>
<tr><td>WL final</td><td>between 2000 and 2500 µm</td></tr>
<tr><td>Number of detailed-route iterations in the first pass</td><td>2</td></tr>
<tr><td>Count of antenna-violating nets left after detailed routing</td><td>0</td></tr>
<tr><th colspan="2">Floorplan</th></tr>
<tr><td>Initial standard-cell utilization of the core</td><td>13.6%</td></tr>
<tr><td>Core area</td><td>4720 µm²</td></tr>
<tr><td>Floorplan die height</td><td>90 µm</td></tr>
<tr><td>Die footprint</td><td>a little over 8000 µm²</td></tr>
<tr><td>Row count</td><td>25</td></tr>
<tr><td>Width of the chip</td><td>90 µm</td></tr>
<tr><td>Number of top-level pins</td><td>65</td></tr>
<tr><th colspan="2">Run</th></tr>
<tr><td>MaxCap Viol Count</td><td>0</td></tr>
<tr><td>Number of warning messages in the logs</td><td>25</td></tr>
<tr><th colspan="2">Pwr</th></tr>
<tr><td>Overall Power</td><td>2.88 mW</td></tr>
<tr><td>Leakage</td><td>0.603 nW</td></tr>
<tr><td>Worst supply voltage drop on vdd</td><td>approximately 1.1 mV</td></tr>
<tr><td>P per Cell Area</td><td>between 1500 and 2000 nW/µm²</td></tr>
</table>
[per-stage QoR]
stage,hold slack (ns),utilization [%],cell area (µm²)
2_1_floorplan,0.228,-,641
3_3_place_gp,0.651,28.9,1370
3_5_place_dp,0.652,28.9,1370
4_1_cts,0.352,31.6,1490
5_1_grt,0.343,31.1,1470
6_report,0.355,31.1,1470
[logic make-up (layout without fill, tap and decap cells)]
group	count (synthesis)	after routing	share of synthesized area, %
DFF	32	32	100
buffers and inverters	0	72	0
other	0	1	0
[where the power goes]
part / switching (mW) / internal [mW] / total, mW
sequential: 0.0158 / 1.35 / 1.36
clock: 0.439 / 0.878 / 1.32
combinational: 0.0260 / 0.175 / 0.201
total: 0.481 / 2.40 / 2.88
[repair_timing]
action | in CTS | in global routing
endpoints found under the setup margin | 32 | 14
pin swaps | 0 | 0
resized | 65 | 15
[final cells by class]
class | count | area (µm²) | area share, %
flip-flops and latches | 32 | 652 | 44.3
repair buffers | 64 | 606 | 41.2
clock buffers | 7 | 96.3 | 6.55
well taps | 67 | 83.8 | 5.70
clock inverters | 1 | 30.0 | 2.04
diodes | 1 | 2.50 | 0.170
[how the worst max path moves through the flow]
stage,slack (ns),to,startpoint,cells past startpoint
after global routing,-0.00005,inst_address[29],inst_address[29],1
after CTS,0.01,inst_address[30],inst_address[30],1
final,0.04,inst_address[15],inst_address[15],1
[layer usage]
metal  track usage, %  vias to the layer above  part of all wire [%]
met4            0.796                        0                   1.9
met1             4.25                      191                    37
met5                0                        -                     0
li1                 -                      240                     -
met2             6.17                       54                    34
met3             6.96                        6                    28
[layout by cell type, fill, tap and decap left out, drive strengths merged]
cell type,count
bufinv,1
clkbuf,14
clkdlybuf4s15,25
clkdlybuf4s50,32
dfxtp,32
diode,1
No activity file was given, so power comes from the tool's default toggle rates.
