==> /design/flow/run.sh <==
#!/bin/bash
# OpenROAD 26Q1-2900-gdf79404cd8, Yosys 0.63+post, stock flow scripts
make -C /OpenROAD-flow-scripts/flow DESIGN_CONFIG=/design/flow/config.mk WORK_HOME=/design/flow/orfs finish
==> /design/flow/config.mk <==
export PLATFORM = sky130hd
export DESIGN_NAME = MUX_2x1
export DESIGN_NICKNAME = MUX_2x1
export VERILOG_FILES = /design/flow/design.v
export SDC_FILE = /design/flow/constraint.sdc
export NUM_CORES = 4
export LEC_CHECK = 1
export CORE_AREA = 10 10 70 70
export DIE_AREA = 0 0 80 80
==> /design/flow/constraint.sdc <==
current_design MUX_2x1

set clk_period 1.0
set clk_io_pct 0.2

create_clock -name clk0 -period $clk_period

set non_clock_inputs [all_inputs -no_clocks]
set_input_delay [expr $clk_period * $clk_io_pct] -clock clk0 $non_clock_inputs
set_output_delay [expr $clk_period * $clk_io_pct] -clock clk0 [all_outputs]
==> /design/flow/design.v <==
module MUX_2x1(out,value1,value2,sel);
input sel;
input [31:0]value1;
input [31:0]value2;
output [31:0]out; 
reg [31:0]out;
always @(sel or value1 or value2 )	
	begin
	if(sel==1'b0)  out=value1;			   
	else if(sel==1'b1) out=value2;
end
endmodule
==> impl_metrics.yaml <==
# implementation run metrics
sta:
  period_needed_ns: 1.09
  rsz0062_at_grt: "true"
  fmaxAchievable_ghz: 0.917
  max_slew_margin_pct: 95.8
  setup_tns_ns: -2.59
  timing.hold.ws_ns: 0.796
  final_hold_viol_count: 0
  setup_ws_ns: -0.0901
  setup_viol: 32
  final_max_slew_viol_count: 0
  post-route-period-util_pct: 109
  worst_pin_slew_ns: 0.0637
flow_run:
  warnings: 34
  drv_cap: 0
pwr:
  irDropWorstVdd_uv: 169
  powerDensity_mw_per_mm2: 397
  internal_power_uw: 487
  switchingPower_uw: 140
  seqPwrFrac_pct: 0
  swShare_pct: 22.3
  leakage_nw: 0.856
  p_clk_share_pct: 0
  p_total_uw: 627
  comb_power_share_pct: 100.0
drt:
  vias: 698
  wl_per_cell_um: 16.0
  via_per_inst: 3.86
  dr.pass1.iters: 2
  antenna_cells: 0
  post-route-drc-count: 0
  drt_wl_total_um: 2900
  drtIter0Drc: 3
  drtAntennaViolNets: 0
critical_path:
  crit_path_start_kind: "input pin"
  cp-end-kind: "output port"
  crit_type: "input pin to output port"
  arrival_ns: 0.89
  worstPathRequired_ns: 0.80
  critPathMaxFanout: 6
finish:
  nClkBuffers: 0
  drive_above_1_share_pct: 52.6
  final_common_cell: "dlygate4sd2_1"
  flop-count: 0
  final_cell_mix: "dlygate4sd2_1, mux2_4, buf_6"
  regArea_sq_um: 0
  area_growth_pct: 190
logic_synthesis:
  aoi_share_pct: 0
  synth_area_leader_cell: "mux2_4"
  simple_gate_area_share_pct: 0
  ys.warnings.count: 1
  yosys_area_sq_um: 544
  ys_cells: 36
  ys_types: 4
  adder_share_pct: 0
  avgSynthCellArea_sq_um: 15.1
  ys_sh_mux_pct: 86.9
  xor_area_share_pct: 0
  yosys.area.top_type_share_pct: 82.8
  synthTopCellsByArea: "mux2_4, buf_12, mux2_2, buf_6"
  syn_inst: 36
  top_logic_kind: "multiplexers"
  ys_seq_share_pct: 0
  syn_area_sq_um: 544
worst_hold_path:
  min_path_type: "input pin to output port"
  hold_depth: 3
global_route:
  grt_pass1_wl_um: 4290
  grt_pass1_vias: 772
  grt_max_degree: 7
  antenna_found_initial: 0
  grt_overflow: 0
  grt_usage_pct: 8.31
place:
  place_ws_ns: -0.495
  portBuffers: 97
  place.gp.congestion: 0.793
  place.detailed.hpwl_um: 2420
die:
  dieArea_sq_mm: 0.00640
  placementRows: 21
  io_pins: 97
  die_h_um: 80
  die_w_um: 80
  coreArea_sq_mm: 0.00342
  fp_util_pct: 15.9
clocking:
  ctsHoldBuffers: 0
status:
  violations: "negative setup slack"
  outcome: "complete, but fails checks"
## synth_stat cells, drive strengths merged
master,instances
mux2,32
buf,4
## critical path: stages
cell and delay, ns:
buf_16 0.14, buf_16 0.15, mux2_4 0.30, buf_6 0.11
## per-stage QoR
stage / util, % / instances / area (sq um)
4_1_cts: 45.1 / 181 / 1540
3_3_place_gp: 44.6 / 177 / 1520
5_1_grt: 46.3 / 181 / 1580
6_report: 46.3 / 181 / 1580
2_1_floorplan: - / 36 / 544
3_5_place_dp: 44.6 / 177 / 1520
## per-layer routing
layer | share of wire, % | track usage (%) | vias up
met5 | 0 | 0 | -
met4 | 0 | 0 | 0
met3 | 11 | 3.64 | 0
met2 | 49 | 14.8 | 51
met1 | 40 | 9.49 | 310
li1 | - | - | 337
## worst paths after layout
path  startpoint  slack (ns)      end
max          sel       -0.09  out[30]
min   value1[14]        0.80  out[14]
## kinds of logic (layout without fill, tap and decap cells)
logic type	count (synthesis)	after routing
buf+inv	4	103
mux	32	32
## layout make-up
cell class,count,area (sq um)
tap,46,57.6
timing repair buffer,103,1040
multi-input combinational,32,480
fill,328,1840
## repair_timing
action                     CTS  global route
cloned                       4             0
setup buffers                0             0
gates resized              191             6
setup endpoints to repair   32            32
## power groups by stage
stage	sequential, mW	combinational, mW	clock (mW)
CTS	0	0.615	0
finish	0	0.627	0
global route	0	0.672	0
No activity file was given, so power comes from the tool's default toggle rates.
